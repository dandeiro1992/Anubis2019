==> flow/design.v <==
`timescale 1ns / 1ps
module X (
    input  wire [3 : 0] data_in,
    output wire [1 : 0] data_out
);
wire out_1,out_2,out_3,xor_block_1,xor_block_2;
assign out_1=data_in[3]&data_in[1];
assign xor_block_1=data_in[3]^data_in[2];
assign xor_block_2=data_in[1]^data_in[0];
assign out_2=xor_block_1&xor_block_2;
assign out_3=data_in[2]&data_in[0];
assign data_out[1]=out_2^out_3;
assign data_out[0]=out_1^out_3;
endmodule
`timescale 1ns / 1ps
module XFI (
    input  wire [1 : 0] data_in,
    output wire [1 : 0] data_out
);
assign data_out[1]=data_in[1]^data_in[0];
assign data_out[0]=data_in[1];
endmodule
`timescale 1ns / 1ps
module XX (
    input  wire [7 : 0] data_in,
    output wire [3 : 0] data_out
);
wire [1:0] out_11,out_22,out_33,xor_block_1,xor_block_2,xfii,xor_block_3,xor_block_4;
X out_1(.data_in({data_in[7:6],data_in[3:2]}),.data_out(out_11));
assign xor_block_1=data_in[7:6]^data_in[5:4];
assign xor_block_2=data_in[3:2]^data_in[1:0];
X out_2(.data_in({xor_block_1,xor_block_2}),.data_out(out_22));
X out_3(.data_in({data_in[5:4],data_in[1:0]}),.data_out(out_33));
XFI xfi(.data_in(out_11),.data_out(xfii));
assign data_out[3:2]=out_22^out_33;
assign data_out[1:0]=xfii^out_33;
endmodule
==> flow/run.sh <==
#!/bin/bash
# OpenROAD 26Q1-2900-gdf79404cd8, Yosys 0.63+post, stock flow scripts
make -C /OpenROAD-flow-scripts/flow DESIGN_CONFIG=/design/flow/config.mk WORK_HOME=/design/flow/orfs finish
==> flow/config.mk <==
export PLATFORM = sky130hd
export DESIGN_NAME = XX
export DESIGN_NICKNAME = XX
export VERILOG_FILES = /design/flow/design.v
export SDC_FILE = /design/flow/constraint.sdc
export NUM_CORES = 4
export LEC_CHECK = 1
export CORE_AREA = 10 10 70 70
export DIE_AREA = 0 0 80 80
==> flow/constraint.sdc <==
current_design XX

set clk_period 1.3
set clk_io_pct 0.2

create_clock -name clk0 -period $clk_period

set non_clock_inputs [all_inputs -no_clocks]
set_input_delay [expr $clk_period * $clk_io_pct] -clock clk0 $non_clock_inputs
set_output_delay [expr $clk_period * $clk_io_pct] -clock clk0 [all_outputs]
==> impl_metrics.xml <==
<?xml version="1.0" encoding="UTF-8"?>
<metrics>
  <group name="logic_synthesis">
    <metric name="biggest_area_consumer_among_synthesized_cells" unit="">xnor2_1</metric>
    <metric name="yosys.cell_types.count" unit="">14</metric>
    <metric name="synth.avg_cell_area" unit="µm²">7.43</metric>
    <metric name="synthCells" unit="">32</metric>
    <metric name="post-synth-top-area-fraction" unit="">0.332</metric>
    <metric name="yosys.stat.chipArea" unit="µm²">238</metric>
    <metric name="yosys_warns" unit="">0</metric>
    <metric name="syn-cell-area" unit="µm²">238</metric>
    <metric name="post_synth_main_area_contributors" unit="">xnor2_1, mux2_2, nand2b_1</metric>
    <metric name="ys_top_cells_by_count" unit="">xnor2_1, nor2_1, mux2_2, nand2_1, nand2b_1</metric>
    <metric name="yosys.cell_count.top_type" unit="">xnor2_1</metric>
    <metric name="ys_cells" unit="">32</metric>
    <metric name="seq_total_area_yosys" unit="">0</metric>
  </group>
  <group name="critical_path">
    <metric name="worst_path_fanout_max" unit="">4</metric>
    <metric name="worst_path_dominant_cell_family" unit="">XOR/XNOR gates</metric>
    <metric name="worstSetupStartpointType" unit="">input port</metric>
    <metric name="timing_worst_setup_path_type" unit="">in2out</metric>
    <metric name="critical-path-max-stage-delay" unit="ps">280</metric>
    <metric name="timing.critical_path.cells" unit="">buf_8 &gt; xnor2_2 &gt; and4bb_2 &gt; a31oi_4 &gt; xnor2_1 &gt; buf_2</metric>
    <metric name="timing.critical_path.buf_inv" unit="">2</metric>
    <metric name="critical_path_sink_type" unit="">output port</metric>
    <metric name="critical-path-slowest-cell" unit="">and4bb_2</metric>
    <metric name="critical_path_data_arrival_time" unit="ps">1210</metric>
    <metric name="timing.critical_path.required" unit="ps">1040</metric>
  </group>
  <group name="cells_and_area">
    <metric name="fillerInstances" unit="">366</metric>
    <metric name="syn2layout_area_growth" unit="%">183</metric>
    <metric name="drive_gt1_frac" unit="">0.732</metric>
    <metric name="logic_area" unit="µm²">382</metric>
    <metric name="clockBufferCount" unit="">0</metric>
    <metric name="sequential_cell_area" unit="µm²">0</metric>
    <metric name="layout.sequential_cells" unit="">0</metric>
    <metric name="layoutNonFillerInstCount" unit="">102</metric>
  </group>
  <group name="sta">
    <metric name="final.setup.tns" unit="ps">-508</metric>
    <metric name="worstMarginPinSlew" unit="ps">208</metric>
    <metric name="max-slew-margin-rel" unit="">0.861</metric>
    <metric name="unrepaired_setup_endpoints_after_global_routing" unit="">true</metric>
    <metric name="timing.fmax" unit="MHz">679</metric>
    <metric name="setup_viol" unit="">4</metric>
    <metric name="final_min_period_over_clock_period" unit="">1.13</metric>
    <metric name="timing.final.hold_violations" unit="">0</metric>
    <metric name="fin_ws" unit="ps">-173</metric>
    <metric name="final-max-slew-violation-count" unit="">0</metric>
    <metric name="fin_crit" unit="ps">1470</metric>
  </group>
  <group name="floorplanning">
    <metric name="fp.dieH" unit="µm">80</metric>
    <metric name="io-pin-count" unit="">12</metric>
    <metric name="core_util_floorplan" unit="">0.0696</metric>
    <metric name="fp.dieArea" unit="µm²">6400</metric>
    <metric name="die_width" unit="µm">80</metric>
    <metric name="num_rows" unit="">21</metric>
    <metric name="core_area" unit="µm²">3420</metric>
  </group>
  <group name="grt">
    <metric name="grt_first_pass_wirelength" unit="µm">1480</metric>
    <metric name="grt_pass1_vias" unit="">296</metric>
    <metric name="antenna_found_initial" unit="">0</metric>
    <metric name="grt_start_max_net_pins" unit="">6</metric>
    <metric name="grt_overflow_total" unit="">0</metric>
    <metric name="global_route.usage.total" unit="">0.0268</metric>
  </group>
  <group name="job">
    <metric name="openroad.warnings" unit="">34</metric>
    <metric name="cap_violations" unit="">0</metric>
  </group>
  <group name="place">
    <metric name="detailed_place_hpwl" unit="µm">604</metric>
    <metric name="port_buffers" unit="">12</metric>
    <metric name="dpl.cell_count" unit="">97</metric>
    <metric name="placement.setup.worst_slack" unit="ps">-1050</metric>
    <metric name="placer_s_final_routability_congestion_estimate" unit="">0.780</metric>
  </group>
  <group name="detailed_routing">
    <metric name="dr_total_vias" unit="">318</metric>
    <metric name="drtIter0Drc" unit="">3</metric>
    <metric name="insertedDiodeCount" unit="">0</metric>
    <metric name="average_detailed_routed_wire_length_per_instance" unit="µm">9.88</metric>
    <metric name="drt-vias-per-instance" unit="">3.12</metric>
    <metric name="drc_violation_count_after_routing" unit="">0</metric>
    <metric name="wire_length_after_detailed_routing" unit="µm">1010</metric>
    <metric name="postRouteAntennaNets" unit="">0</metric>
    <metric name="drt_first_pass_iters" unit="">2</metric>
  </group>
  <group name="status">
    <metric name="status" unit="">complete, but fails checks</metric>
    <metric name="failing_checks" unit="">setup timing</metric>
  </group>
  <group name="clock_network">
    <metric name="cts.hold.buffers_added" unit="">0</metric>
  </group>
  <group name="hold_path">
    <metric name="hold_path.class" unit="">in2out</metric>
  </group>
  <group name="power">
    <metric name="vdd_ir_drop_max" unit="mV">0.0751</metric>
    <metric name="power_density" unit="nW/µm²">450</metric>
    <metric name="power_leakage" unit="nW">0.276</metric>
  </group>
</metrics>
## timing repair
| action | CTS | global route |
|---|---|---|
| pin swaps | 14 | 11 |
| setup buffers | 3 | 2 |
| gates resized | 78 | 11 |
| setup endpoints to repair | 4 | 4 |
## power breakdown
group / switching [mW] / leakage (nW) / internal [mW]
Clock: 0 / 0 / 0
Combinational: 0.114 / 0.276 / 0.190
Sequential: 0 / 0 / 0
## path summary, 6_finish.rpt
check       start     endpoint  cells after the start
min    data_in[2]  data_out[0]                      4
max    data_in[7]  data_out[3]                      6
## metrics by stage
step / power, mW / hold WS, ps / utilization / instance area [µm²]
floorplan: 0.0878 / 648 / - / 238
global placement: 0.224 / 1750 / 0.137 / 468
detailed placement: 0.224 / 1760 / 0.137 / 468
CTS: 0.266 / 982 / 0.174 / 594
global route: 0.328 / 1010 / 0.197 / 673
finish: 0.303 / 961 / 0.197 / 673
## layout by cell type (no fill, tap or decap), types with 2 or more instances in the layout
| master | netlist | layout |
|---|---|---|
| nand2b_1 | 3 | 2 |
| buf_6 | 0 | 4 |
| xnor2_2 | 0 | 3 |
| xnor2_1 | 9 | 3 |
| buf_12 | 0 | 3 |
| nand2_1 | 3 | 2 |
| buf_2 | 0 | 4 |
| buf_4 | 0 | 12 |
| xnor2_4 | 0 | 3 |
| mux2_4 | 0 | 3 |
| nor2_1 | 5 | 4 |
## routing by layer
layer  vias to the layer above  wire length (µm)  track usage
li1                        159                 -            -
met1                       149               466       0.0398
met2                        10               442       0.0393
met3                         0               100      0.00795
met4                         0                 0            0
met5                         -                 0            0
## final cells by class
class,count,share of cell area
multi-input combinational,31,0.567
inverter,1,0.00558
tap,46,0.0855
timing repair buffer,24,0.342
## tightest hold or removal path, stage by stage
cell	delay [ps]
buf_6	110
a32oi_2	110
xnor2_1	130
buf_2	90
## cells by family after synthesis
kind of cell / Yosys count / share of synthesized area
compound gates: 5 / 0.174
buf+inv: 1 / 0.0158
mux: 4 / 0.184
simple gates: 12 / 0.258
xor+xnor: 10 / 0.368
Power is estimated from default activity; no workload was simulated.
