==> flow/design.v <==
`timescale 1ns / 1ps
module Add_Round_Key (
    input  wire [127 : 0] data_in,
	 input  wire [127 : 0] round_key,
    output wire [127 : 0] data_out
);
assign data_out=data_in^round_key;
endmodule
==> flow/run.sh <==
#!/bin/bash
# OpenROAD 26Q1-2900-gdf79404cd8, Yosys 0.63+post, stock flow scripts
make -C /OpenROAD-flow-scripts/flow DESIGN_CONFIG=/design/flow/config.mk WORK_HOME=/design/flow/orfs finish
==> flow/config.mk <==
export PLATFORM = sky130hd
export DESIGN_NAME = Add_Round_Key
export DESIGN_NICKNAME = Add_Round_Key
export VERILOG_FILES = /design/flow/design.v
export SDC_FILE = /design/flow/constraint.sdc
export NUM_CORES = 4
export LEC_CHECK = 1
export CORE_AREA = 10 10 154 154
export DIE_AREA = 0 0 164 164
==> flow/constraint.sdc <==
current_design Add_Round_Key

set clk_period 1.0
set clk_io_pct 0.2

create_clock -name clk0 -period $clk_period

set non_clock_inputs [all_inputs -no_clocks]
set_input_delay [expr $clk_period * $clk_io_pct] -clock clk0 $non_clock_inputs
set_output_delay [expr $clk_period * $clk_io_pct] -clock clk0 [all_outputs]
==> out/metrics.csv <==
stage,metric,value,unit
status,status,completed,
global_route,initial antenna violation count,0,
timing,RSZ-0062 raised after global routing,false,
placed_design,DP Area,5300,um2
floorplan,core footprint,20300,um2
run,Tool Warnings,32,
timing,Final min period,0.974,ns
synth,"Avg Cell Area, Syn",8.76,um2
finish,most numerous logic cells after layout,"dlygate4sd2_1 (240), buf_2 (127), xor2_1 (117)",
global_route,first-pass GRT wire length,15800,um
timing,Final period util,97.4,%
floorplan,I/O pin cnt,384,
detailed_routing,routed wire length,12100,um
synth,post-synth top area share,100,%
finish,layout cells sized above 1,27.9,%
pwr,maximum vdd drop,0.0000786,V
finish,synthesis-to-finish area growth,296,%
placed_design,Placer Congestion,0.840,
synth,Synth Seq Share,0,%
detailed_routing,via count,2261,
floorplan,Die X-Extent,164,um
placed_design,Cells after DPL,782,
floorplan,initial core utilization,5.52,%
floorplan,chip height,164,um
detailed_routing,DRC viols,0,
synth,Yosys chip area,1120,um2
timing,"crit path setup slack, layout",0.0259,ns
synth,Synth area leader,xor2_1,
worst_setup_path,CP Max Fanout,1,
detailed_routing,Detailed Routing Iterations Pass 1,3,
finish,register area,0,um2
finish,FF+latch count,0,
synth,yosys warns,0,
worst_hold_path,WHS Endpoint,data_out[124],
timing,fmax,1.03,GHz
timing,final hold violation count,0,
finish,final cell count without fillers,783,
global_route,global route total overflow,0,
pwr,Lkg Pwr,2.40,nW
detailed_routing,post-route ant nets,0,
timing,worst-margin pin slew,0.187,ns
worst_setup_path,worst path arrival time,0.77,ns
run,max-cap violations,0,
placed_design,dpl hpwl,11700,um
detailed_routing,WL per Instance,15.4,um
worst_setup_path,CP Class,in2out,
placed_design,Setup WS pre-CTS,-0.756,ns
timing,Slew Limit Fails,0,
worst_setup_path,Critical Path Sink Type,primary output,
synth,Synth area leaders,xor2_1 (100%),
finish,"Design Area, Final",4440,um2
pwr,Pwr Density,354,nW/um2
timing,Slew headroom,87.5,%
timing,final setup fails,0,
finish,dominant logic cell type in the layout,dlygate4sd2_1,
detailed_routing,Iteration-0 DRC Markers,31,
worst_setup_path,Setup crit start kind,primary input,
synth,mapped cell area,1120,um2
global_route,largest net degree at the start of global routing,2,
worst_hold_path,Worst Min Path Start,data_in[124],
worst_hold_path,Hold WC Path Type,in2out,
worst_setup_path,required time of the critical path,0.80,ns
finish,tally of clock buffers in the finished layout,0,
synth,cells after synthesis,128,
synth,count of cell types in the netlist,1,
synth,# Cells Yosys,128,
floorplan,Std-Cell Rows,52,
floorplan,die area,26900,um2
cts,CTS Hold Bufs,0,
global_route,vias in the first global route,2507,
worst_setup_path,Crit. Startpoint,data_in[95],
placed_design,Port Buf Inserts,384,
global_route,GRT Util Overall,7.71,%
cts,post-CTS setup buffers,0,
detailed_routing,routed vias/inst,2.89,
worst_hold_path,Hold Path Cell Cnt,3,
[logic make-up after synthesis]
| logic type | synth area share (%) |
|---|---|
| xor+xnor | 100 |
[power breakdown]
group | internal, W | leakage (nW) | total [W] | switching, W
clock | 0.000000000134 | 0.00000634 | 0.000000000134 | 0
combinational | 0.00106 | 2.40 | 0.00157 | 0.000515
sequential | 0 | 0 | 0 | 0
[per-stage QoR]
stage | TNS, ns | utilization, % | total power, W | hold WS [ns]
final | 0 | 21.9 | 0.00157 | 0.660
after global routing | 0 | 21.9 | 0.00176 | 0.688
after CTS | 0 | 21.9 | 0.00163 | 0.765
after detailed placement | -68.75 | 26.1 | 0.00248 | 1.33
after global placement | -68.67 | 26.1 | 0.00249 | 1.33
after floorplan | 0 | - | 0.000213 | 0.425
[repair_timing]
action | in CTS | in global routing
pin swaps | 123 | 6
setup endpoints to repair | 128 | 7
resized | 687 | 7
[worst max-delay path: stages]
cell and delay, ns:
dlygate4sd2_1 0.24, xor2_1 0.20, buf_2 0.14
[layer usage]
layer  wire (um)  share of wire, %  track usage [%]
met5           0                 0                0
met4          76              0.63            0.650
met3        1440                12             3.28
met2        6340                53             14.6
met1        4190                35             7.93
[area by class of cell]
class | instances | area (um2)
Timing Repair Buffer | 384 | 2900
Tap cell | 270 | 338
Antenna cell | 1 | 2.50
Multi-Input combinational cell | 128 | 1200
Fill cell | 2408 | 15900
[synthesized netlist by cell type]
cell    number
xor2_1     128
[worst max path at each step]
stage / end / slack, ns / depth (start not counted)
global route: data_out[81] / 0.0008 / 3
CTS: data_out[122] / 0.003 / 3
finish: data_out[95] / 0.03 / 3
No activity file was given, so power comes from the tool's default toggle rates.
